File: flow/design.v
`timescale 1ns / 1ps
module dist_ram #(
  parameter RAM_WIDTH = 8,
  parameter RAM_DEPTH = 256
)(
  input clk,
  input we,
  input [$clog2(RAM_DEPTH-1)-1:0] addr,
  input [RAM_WIDTH-1:0] din,
  output [RAM_WIDTH-1:0] dout
);
  reg [RAM_WIDTH-1:0] data [RAM_DEPTH-1:0];
  always @(posedge clk) begin
    if (we)
      data[addr] <= din;
  end
  assign dout = data[addr];
endmodule
File: flow/run.sh
#!/bin/bash
# OpenROAD 26Q1-2900-gdf79404cd8, Yosys 0.63+post, stock flow scripts
make -C /OpenROAD-flow-scripts/flow DESIGN_CONFIG=/design/flow/config.mk WORK_HOME=/design/flow/orfs finish
File: flow/config.mk
export PLATFORM = sky130hd
export DESIGN_NAME = dist_ram
export DESIGN_NICKNAME = dist_ram
export VERILOG_FILES = /design/flow/design.v
export SDC_FILE = /design/flow/constraint.sdc
export NUM_CORES = 4
export LEC_CHECK = 1
export CORE_UTILIZATION = 40
File: flow/constraint.sdc
current_design dist_ram

set clk_period 17.5
set clk_io_pct 0.2

create_clock -name clk0 -period $clk_period [get_ports {clk}]

set non_clock_inputs [all_inputs -no_clocks]
set_input_delay [expr $clk_period * $clk_io_pct] -clock clk0 $non_clock_inputs
set_output_delay [expr $clk_period * $clk_io_pct] -clock clk0 [all_outputs]
==> commit_impl_results.txt <==
Log flow metrics for this revision

- Fin util: 0.4548
- Per-cell via count in the routed design: around 5.6
- Once detail routing completed, the nets flagged for antenna violations numbered 0.
- The number of global-route vias before repair was approximately 41000.
- Delay of the slowest critical-path stage: 1010 ps
- The library cells used most frequently in the layout, excluding fill and tap cells, are edfxtp_1, mux4_2, a22oi_1, nor2_1, clkbuf_16.
* Part of the cycle the worst path needs: 0.6983
- CTS tree: done
- For the final routed database, the setup TNS stands at 0 ps.
- Hold-check failures listed in the final report amount to 0.
* Pwr per Cell Area: ~110 nW/um2
* Number of H-tree levels: 4
- Per the timing report, the achievable frequency comes out to 0.08183 GHz.
- The finished layout holds 6488 standard cells, fillers aside.
- The register with the most flip-flops in the layout has 2048 of them.
- The netlist uses 21 different library cells.
- The DRC violation total left in the routed layout is recorded as 0.
- Yosys reported a register bit count of 2048.
- Maximum number of pins on one net before global-route repair: 153
- The most critical min-delay path falls under in2reg.
- Before any placement, the netlist area is recorded as 78330 um2.
* Die W: 444.5 um
* Slew at the pin closest to its max-slew limit: 1110 ps
- Endpoint type of the worst setup path: output pin
- Category of cells accounting for the largest share of critical-path delay: buffers and inverters
- In the final layout, the share of cells above drive strength 1 is 0.2539.
- Cell type contributing the most total cell area after synthesis: edfxtp_1
- TritonCTS created roughly 200 clock buffers.
- Critical path data arrival time: 8720 ps
- By startpoint and endpoint, the worst setup path is classified as in2out.
* Static leakage: roughly 27 nW
- For reference, the post-synthesis area per instance comes to roughly 22 um2.
- Clock Tree Buf Depth: 3
- After the first detailed-routing iteration, the DRC count stood at 2457.
* Global-route wire length before repair: approximately 280000 um
* Post-CTS Hold Buffers: 0
* Overall overflow remaining after global route: 0
- The script logs the mean routed wire length per placed instance as between 20 and 30 um.
- Peak supply drop: ~0.10 mV
- Setup repair after global routing left no endpoint under its margin.
- Slowest stage cell on the critical path: o41ai_1
- Logged for this run, the post-placement worst setup slack is approximately 5100 ps.
- The layout has roughly 16000 filler cells.
- Per STA, the worst path is made up of buf_8 -> buf_4 -> buf_4 -> buf_4 -> mux4_2 -> a22oi_1 -> a21oi_1 -> o41ai_1 -> nand4_1 -> clkdlybuf4s50_1.
- Before antenna repair, the detailed router went through 5 iterations.
* Stage-log warning count: 38
- Between the synthesized netlist and the finished layout, the area growth was recorded as 13.09%.
* Detailed-route via count: between 30000 and 40000
- Number of antenna violations at the first check in global routing: 1
- Largest registers: data x2048
- Clock transition at the registers of the reported paths: ~60 ps
* Y dimension of the die: about 440 um
- Synthesis area per yosys: just under 80000 um2
* Count of buffering cells on the critical path with inverters included: 5
- Cell count listed in synth_stat.txt: between 3000 and 4000
- STA puts the critical path data required time at 14000 ps.
* Startpoint types: primary input
- Core footprint: ~200000 um2
* Biggest fanout along the worst timing path: between 60 and 70
- Total Wirelength: roughly 190000 um
- Final setup margin: about 5300 ps
- Post-CTS repair ended up resizing 0 cells.
- Fraction of synthesized cell area taken by the top area cell type: 0.7851
- Final Critical Period: between 10000 and 15000 ps
- Total instance count after detailed placement: between 6000 and 7000
* Cell at the root of the clock tree: clkbuf_16
- Combined global-route utilization of all metal layers: 0.2124
- Number of instances in the synthesized netlist: 3539
- The largest register by flop count is data.
- The floorplan report gives the top-level pin count as 26.
* Detailed-placement wirelength estimate: between 100000 and 150000 um
- Leading cell types by total area after synthesis: edfxtp_1, mux4_2, a22oi_1, nor2_1, a21oi_1
- Counting only logic cells after layout, the most numerous master is edfxtp_1.
* Number of maximum-capacitance violations: 0
* Post CTS Setup Buffer Count: 0
- Total number of yosys warnings: 1
- Die outline area: about 200000 um2
* FP Util: 0.4021
* # clock sinks: just over 2000
- Most common cell type on the critical path: buf_4
- At the end of routability-driven placement, the weighted congestion stood at a little under 0.9.
- Post-synthesis sequential area ratio: 0.7851
- Final-report setup violation count: 0
* Row cnt: around 160
- Worst slew margin: 0.2503
- Max Transition Viols Final: 0
- Status: finished, final reports clean
- Port buffering added 25 buffers.
==> cell type report <==
class | count | area (um2) | area share
timing repair buffer | 197 | 1704 | 0.01924
clock buffer | 247 | 5266 | 0.05945
antenna | 1 | 2.502 | 0.00002825
sequential | 2048 | 61500 | 0.6942
tap | 2624 | 3283 | 0.03706
inverter | 1 | 3.754 | 0.00004237
clock inverter | 112 | 945.9 | 0.01068
multi-input combinational | 1258 | 15880 | 0.1793
==> routing by layer <==
metal	wire length, um	track usage	share of wire	up-vias
met3	27700	0.1435	0.15	294
li1	-	-	-	15416
met1	64320	0.2783	0.34	18962
met4	5927	0.05211	0.032	6
met2	88860	0.3084	0.48	1948
met5	200	0.009035	0.0011	-
==> cell usage after synthesis <==
| cell | number |
|---|---|
| o41ai_1 | 32 |
| edfxtp_1 | 2048 |
| mux4_2 | 512 |
| nor2_1 | 232 |
| nand2_1 | 28 |
| clkbuf_1 | 145 |
| a21oi_1 | 128 |
| nor2b_1 | 7 |
| or2_2 | 2 |
| nand2b_1 | 6 |
| or3_1 | 1 |
| a22oi_1 | 256 |
| nor3_1 | 30 |
| nand4_1 | 8 |
| buf_1 | 19 |
| buf_4 | 16 |
| and2_1 | 3 |
| buf_6 | 16 |
| nand3_1 | 13 |
| buf_2 | 36 |
| inv_1 | 1 |
==> final timing paths <==
kind,startpoint,endpoint,cells after the start
setup / recovery,addr[1],dout[1],10
hold / removal,din[5],data[19][5],1
==> per-stage QoR <==
stage	total power, W	cell area (um2)	hold slack [ps]
2_1_floorplan	0.005754	78330	3599
3_3_place_gp	0.005967	82370	3953
3_5_place_dp	0.005972	82370	3959
4_1_cts	0.01006	88580	3060
5_1_grt	0.01025	88580	3082
6_report	0.009959	88590	3112
==> power by group <==
group / switching [W] / internal, W
logic: 0.000294 / 0.000156
registers: 0.00000212 / 0.00541
clock network: 0.00177 / 0.00233
==> cell families (layout without fill, tap and decap cells) <==
group,count (synthesis),count (layout),share of synthesized area
flops,2048,2048,0.7851
mux,512,512,0.1472
compound gates,416,416,0.03629
simple gates,330,330,0.01736
buf+inv,233,557,0.01404
other cells,0,1,0
Power figures rest on the tool's default switching activity, not on a simulated workload.
